==> flow/design.v <==
`timescale 1ns / 1ps
module circuito06 (clock, reset, request1, request2, request3, request4, grant_o);
   input clock; 
   input reset; 
   input request1; 
   input request2; 
   input request3; 
   input request4; 
   output[3:0] grant_o; 
   reg[3:0] grant_o;
   reg[1:0] stato, stato_nxt; 
   reg[2:0] coda0, coda0_nxt; 
   reg[2:0] coda1, coda1_nxt; 
   reg[2:0] coda2, coda2_nxt; 
   reg[2:0] coda3, coda3_nxt; 
   reg ru1, ru1_nxt; 
   reg ru2, ru2_nxt; 
   reg ru3, ru3_nxt; 
   reg ru4, ru4_nxt; 
   reg fu1, fu1_nxt; 
   reg fu2, fu2_nxt; 
   reg fu3, fu3_nxt; 
   reg fu4, fu4_nxt; 
   reg[3:0] grant, grant_nxt; 
   localparam [1:0] INIT = 0; 
   localparam [1:0] ANALISI_REQ = 1; 
   localparam [1:0] ASSIGN = 2; 
   localparam [2:0] U1 = 3'b100; 
   localparam [2:0] U2 = 3'b010; 
   localparam [2:0] U3 = 3'b001; 
   localparam [2:0] U4 = 3'b111; 
   always @(*)
      grant_o <= grant;
   always @(posedge clock)
   begin
      if (reset == 1'b1)
      begin
         stato <= INIT;
         ru1 <= 1'b0;
         ru2 <= 1'b0;
         ru3 <= 1'b0;
         ru4 <= 1'b0;
         fu1 <= 1'b0;
         fu2 <= 1'b0;
         fu3 <= 1'b0;
         fu4 <= 1'b0;
         coda0 <= 3'b000;
         coda1 <= 3'b000;
         coda2 <= 3'b000;
         coda3 <= 3'b000;
         grant <= 4'b0000;
      end 
      else
      begin
         stato <= stato_nxt;
         ru1 <= ru1_nxt;
         ru2 <= ru2_nxt;
         ru3 <= ru3_nxt;
         ru4 <= ru4_nxt;
         fu1 <= fu1_nxt;
         fu2 <= fu2_nxt;
         fu3 <= fu3_nxt;
         fu4 <= fu4_nxt;
         coda0 <= coda0_nxt;
         coda1 <= coda1_nxt;
         coda2 <= coda2_nxt;
         coda3 <= coda3_nxt;
         grant <= grant_nxt;
      end
   end
   always @(*)
   begin
      ru1_nxt = ru1;
      ru2_nxt = ru2;
      ru3_nxt = ru3;
      ru4_nxt = ru4;
      fu1_nxt = fu1;
      fu2_nxt = fu2;
      fu3_nxt = fu3;
      fu4_nxt = fu4;
      coda0_nxt = coda0;
      coda1_nxt = coda1;
      coda2_nxt = coda2;
      coda3_nxt = coda3;
      grant_nxt = grant;
      case (stato)
         INIT : begin
               ru1_nxt = request1; 
               ru2_nxt = request2; 
               ru3_nxt = request3; 
               ru4_nxt = request4; 
               stato_nxt = ANALISI_REQ; 
            end
         ANALISI_REQ : begin
               if (ru1 == 1'b1)
               begin
                  if (fu1 == 1'b0)
                  begin
                     coda3_nxt = coda2; 
                     coda2_nxt = coda1; 
                     coda1_nxt = coda0; 
                     coda0_nxt = U1; 
                  end 
               end
               else if (ru2 == 1'b1)
               begin
                  if (fu2 == 1'b0)
                  begin
                     coda3_nxt = coda2; 
                     coda2_nxt = coda1; 
                     coda1_nxt = coda0; 
                     coda0_nxt = U2; 
                  end 
               end
               else if (ru3 == 1'b1)
               begin
                  if (fu3 == 1'b0)
                  begin
                     coda3_nxt = coda2; 
                     coda2_nxt = coda1; 
                     coda1_nxt = coda0; 
                     coda0_nxt = U3; 
                  end 
               end
               else if (ru4 == 1'b1)
               begin
                  if (fu4 == 1'b0)
                  begin
                     coda3_nxt = coda2; 
                     coda2_nxt = coda1; 
                     coda1_nxt = coda0; 
                     coda0_nxt = U4; 
                  end 
               end 
               fu1_nxt = ru1; 
               fu2_nxt = ru2; 
               fu3_nxt = ru3; 
               fu4_nxt = ru4; 
               stato_nxt = ASSIGN; 
            end
         ASSIGN : begin
               if ((fu1 | fu2 | fu3 | fu4) == 1'b1)
               begin
                  case (coda0)
                     U1 : grant_nxt = 4'b1000; 
                     U2 : grant_nxt = 4'b0100; 
                     U3 : grant_nxt = 4'b0010; 
                     U4 : grant_nxt = 4'b0001; 
                     default : grant_nxt = 4'b0000; 
                  endcase 
                  coda0_nxt = coda1; 
                  coda1_nxt = coda2; 
                  coda2_nxt = coda3; 
                  coda3_nxt = 3'b000; 
               end 
               ru1_nxt = request1; 
               ru2_nxt = request2; 
               ru3_nxt = request3; 
               ru4_nxt = request4; 
               stato_nxt = ANALISI_REQ; 
            end
          default : begin
               stato_nxt = INIT;
            end			
      endcase 
   end 
endmodule
==> flow/run.sh <==
#!/bin/bash
# OpenROAD 26Q1-2900-gdf79404cd8, Yosys 0.63+post, stock flow scripts
make -C /OpenROAD-flow-scripts/flow DESIGN_CONFIG=/design/flow/config.mk WORK_HOME=/design/flow/orfs finish
==> flow/config.mk <==
export PLATFORM = sky130hd
export DESIGN_NAME = circuito06
export DESIGN_NICKNAME = circuito06
export VERILOG_FILES = /design/flow/design.v
export SDC_FILE = /design/flow/constraint.sdc
export NUM_CORES = 4
export LEC_CHECK = 1
export CORE_AREA = 10 10 92 92
export DIE_AREA = 0 0 102 102
==> flow/constraint.sdc <==
current_design circuito06

set clk_period 4.0
set clk_io_pct 0.2

create_clock -name clk0 -period $clk_period [get_ports {clock}]

set non_clock_inputs [all_inputs -no_clocks]
set_input_delay [expr $clk_period * $clk_io_pct] -clock clk0 $non_clock_inputs
set_output_delay [expr $clk_period * $clk_io_pct] -clock clk0 [all_outputs]
==> results.txt <==
Setup TNS: 0 ns
Buffers added on ports: 9
Outcome: complete, no violations
Max VDD drop: 0.150 mV
Cell Type Count: 26
Ys async rst share: 0
Final setup fails: 0
Die H: 102 um
Post-cts sizing count: 0
Yosys reg bits: 27
Initial antenna violation count: 0
CTS tree: yes
Commonest Layout Cell: dfxtp_1
Largest net degree at the start of global routing: 28
Layout cell share with drive strength beyond 1: 0.121
Least-Margin Pin Slew: 0.879 ns
Int Pwr: 382 uW
Total clock sinks: 27
Cycle use final: 0.522
Sw Share: 0.249
Clock power share: 0.302
Clock-pin transition on the worst setup and hold timing paths: 0.09 ns
CTS Buf Count: 3
Global route overflow: 0
Setup Buffers After CTS: 0
Avg WL per Cell: 10.5 um
Most numerous logic cells after layout: dfxtp_1 (27), nor2_1 (22), mux2i_1 (14)
Routability congestion estimate from global placement: 0.751
YS chip area: 1260 um^2
Hold Crit Class: register to register
Cell taking the most area after synthesis: dfxtp_1
Fmax: 0.479 GHz
CP startpoint kind: input pin
Relative slew slack: 0.412
Vias in the first global route: 822
Syn Std Cell Area: 1260 um^2
Max H-tree Level: 1
First-pass GRT wire length: 3950 um
CP Capture Type: register
Detailed Routing Iterations Pass 1: 4
Top FF cell, synth: dfxtp_1
Sequential power share: 0.577
IO Pins: 10
Number of diodes: 0
Main area contributors: dfxtp_1 (43%), mux2i_1 (11%), mux2_4 (7.2%), nor2_1 (6.6%), a21oi_1 (4.0%)
Post-Route WL: 2300 um
Top cell area share: 0.429
CTS max path bufs: 2
Log Warnings: 25
Synth warn: 1
Synthesized instance count: 133
Overall power consumption: 509 uW
Worst Hold Slack: 0.482 ns
Fillers: 687
Vias: 882
Die area: 10400 um^2
Maxcap violations: 0
Die x size: 102 um
Post-synth seq share: 0.429
Root buf cell: clkbuf_8
Synth Area per Inst: 9.46 um^2
CP Max Fanout: 27
Gate power share: 0.121
Worst Path Arrival: 2.25 ns
Worst Clk Skew: 0.00435 ns
Gr usage total: 0.0445
Hold-fix buffers, CTS: 0
Flip-flops with a built-in enable: 0
DRT iter0 DRCs: 45
Vias per cell: 4.05
Pre-Place Util: 0.195
DP HPWL: 1590 um
Max Slew Vio Count: 0
Pwr Density: 348 nW/um^2
Layout area overhead: 16.3%
Static leakage: 0.547 nW
Core region area: 6460 um^2
Late-Pin Clk Latency: 0.27 ns
Crit path required time: 4.17 ns
Final min period: 2.09 ns
Type of the worst setup path: input pin to register
Sw Pwr: 127 uW
Yosys cell count: 133
Final hold violations: 0
Final ANT Viol Nets: 0
Cell Rows: 29
RSZ-0062 raised after global routing: no
Post-route DRC: 0
==> critical path: stages <==
cell,delay [ns]
clkdlybuf4s50_1,1.05
nor2_1,0.12
mux2_2,0.29
==> state kept, by name (all words and copies together) (netlist names) <==
name   flops
fu1        1
stato      3
fu3        1
fu4        1
fu2        1
coda1      3
grant      4
coda2      3
ru4        1
coda0      3
coda3      3
ru1        1
ru2        1
ru3        1
==> metrics by stage <==
step / cell area (um^2) / util / std cells / worst slack, ns
after CTS: 1460 / 0.227 / 218 / 1.91
final: 1460 / 0.227 / 218 / 1.91
after floorplan: 1260 / - / 133 / 2.29
after detailed placement: 1420 / 0.219 / 214 / 1.61
after global placement: 1420 / 0.219 / 214 / 1.64
after global routing: 1460 / 0.227 / 218 / 1.78
==> cells in the mapped netlist, drive strengths merged (2+ instances only) <==
| master | n |
|---|---|
| a211o | 2 |
| a21oi | 10 |
| a31oi | 2 |
| buf | 5 |
| clkbuf | 3 |
| dfxtp | 27 |
| inv | 2 |
| mux2 | 8 |
| mux2i | 14 |
| nand2 | 9 |
| nand2b | 6 |
| nor2 | 22 |
| nor2b | 8 |
| nor3 | 2 |
| nor4b | 3 |
| o21ai | 4 |
==> power groups by stage <==
stage	clock (mW)	sequential (mW)	combinational (mW)
5_1_grt	0.171	0.296	0.0673
4_1_cts	0.162	0.294	0.0624
6_report	0.154	0.294	0.0615
==> routing by layer <==
| metal | track usage | vias up | wire length (um) |
|---|---|---|---|
| li1 | - | 471 | - |
| met1 | 0.0659 | 396 | 1190 |
| met2 | 0.0662 | 13 | 1010 |
| met3 | 0.0123 | 2 | 84 |
| met4 | 0.00325 | 0 | 10 |
| met5 | 0 | - | 0 |
==> path summary, 6_finish.rpt <==
check,from,endpoint,slack [ns],cells past startpoint
setup reg to reg,stato[2],coda2[2],2.34,5
hold reg to reg,ru4,ru4,0.48,2
setup / recovery,reset,coda2[2],1.91,3
hold / removal,ru4,ru4,0.48,2
==> final cells by class <==
cell class / count / area (um^2) / share of cell area
inverters: 2 / 7.51 / 0.00513
repair buffers: 12 / 113 / 0.0769
multi-input cells: 96 / 661 / 0.451
flip-flops and latches: 27 / 541 / 0.369
clock buffers: 3 / 41.3 / 0.0282
well taps: 77 / 96.3 / 0.0658
clock inverters: 1 / 5.00 / 0.00342
==> cell families after synthesis <==
| family | Yosys count | synth area share |
|---|---|---|
| compound gates | 20 | 0.113 |
| buf+inv | 10 | 0.0457 |
| flops | 27 | 0.429 |
| mux | 22 | 0.201 |
| simple gates | 54 | 0.211 |
Power figures rest on the tool's default switching activity, not on a simulated workload.
